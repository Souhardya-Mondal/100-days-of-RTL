==> flow/design.v <==
module counter(input clk,reset,output reg [7:0] cnt_o);
  always@(posedge clk)
    begin
      if(reset)
        cnt_o=1;
      else
        cnt_o=cnt_o+2;
    end
endmodule
==> flow/run.sh <==
#!/bin/bash
# OpenROAD 26Q1-2900-gdf79404cd8, Yosys 0.63+post, stock flow scripts
make -C /OpenROAD-flow-scripts/flow DESIGN_CONFIG=/design/flow/config.mk WORK_HOME=/design/flow/orfs finish
==> flow/config.mk <==
export PLATFORM = sky130hd
export DESIGN_NAME = counter
export DESIGN_NICKNAME = counter
export VERILOG_FILES = /design/flow/design.v
export SDC_FILE = /design/flow/constraint.sdc
export NUM_CORES = 4
export LEC_CHECK = 1
export CORE_AREA = 10 10 70 70
export DIE_AREA = 0 0 80 80
==> flow/constraint.sdc <==
current_design counter

set clk_period 1.6
set clk_io_pct 0.2

create_clock -name clk0 -period $clk_period [get_ports {clk}]

set non_clock_inputs [all_inputs -no_clocks]
set_input_delay [expr $clk_period * $clk_io_pct] -clock clk0 $non_clock_inputs
set_output_delay [expr $clk_period * $clk_io_pct] -clock clk0 [all_outputs]
==> summary.txt <==
yosys + openroad results -> P_leak 0.141 nW, vias in the first global route 240, RePlAce Congestion 0.706, post-route ant nets 0, comb area leader simple AND/OR/NAND/NOR gates, Core Util at FP 8.39%, clk slew on worst S/H paths 0.05 ns, count leader, synth dfxtp_1, worst hold endpoint cnt_o[1], Synthesis Warnings 1, die width 80 um, Cell area leaders dfxtp_1 (49%), nor2_1 (7.9%), xor2_1 (6.1%), buf_4 (5.2%), o21bai_1 (5.2%), drt first pass iters 1, CP endpoint kind output port, worst r2r path cells 4, Setup Viol. Count Final 0, initial antenna violation count 0, root buf cell clkbuf_4, period utilisation layout 92.2%, R2R Setup Slk 0.45 ns, VDD IR-drop max 0.000467 V, clock power share 42.3%, Hold Path Origin cnt_o[1], minimum clock period 1.48 ns, synth cell count leaders dfxtp_1 (7), nor2_1 (6), status complete, no violations, non-filler cells, final 87, worst r2r dst cnt_o[7], final hold vios 0, CP peak stage delay 0.52 ns, Top Layer Used met3, Slowest-stage cell, CP clkdlybuf4s50_1, Max Fclk 0.678 GHz, top_reg_cell synth dfxtp_1, RSZ-0062 raised after global routing no, XORs/XNORs by Area 9.17%, CP top delay family buffers and inverters, layout cells sized above 1 9.76%, Power per Cell Area 849 nW/um^2, Internal 0.000294 W, routed vias 224, met2 WL post-DR 153 um, sequential share of the synthesized area 48.9%, Gate Count Post-Synth 31, clock latency on the worst-skew pair 0.25 ns, ao+oa area frac 5.24%, TritonCTS clock tree done, 1st-iter DRT viols 0, I/O Pins 10, crit path DAT 1.16 ns, setup TNS 0 ns, CTS Buf Count 3, metal3 WL 80 um, Post-Synth Simple-Gate Area 25.8%, number of cells in Yosys stat 31, Seq pwr share 50.7%, setup slack at placement 0.204 ns, Total GRT Usage 2.25%, critical-path cell list clkdlybuf4s50_1, Syn-to-layout area delta 52.0%, Top-area cell share 48.9%, core area 3420 um^2, Avg WL per Cell 7.30 um, CTS resizes 0, hold crit path type flop to flop, M1 wire length 400 um, row count 21, die height 80 um, total congestion overflow 0, tool warning count 25, Setup Crit Path Kind flop to output port, Unique cell types 14, clk sinks 7, post-synthesis chip area from yosys 287 um^2, number of port buffers 8, H-tree depth 1, Layout Skew 0.000265 ns, sw power 0.0000753 W, aggregate routed wire length 635 um, Post-synth regs 7, routed vias/inst 2.57, Reg2Reg Launch Point cnt_o[1], Combinational Power Share 7.1%, placed cell count 83, Final Slew Violations 0, clk buf depth 2, chip area 6400 um^2, EDFF count, synth 0, WP data required 1.28 ns, Buf/Inv on CP 1, max cap viols 0, area leader, netlist dfxtp_1, antenna fix cells 0, Async SR Flop Fraction 0%, drt drc 0, Sw Share 20.4%, MUX area fraction 0%, Post-CTS Hold Buffers 0, largest net degree at the start of global routing 10, adder-cell share of the synthesized area 4.37%, CP Launch Type flop, DP Wirelength 527 um, Mean Syn Cell Area 9.24 um^2, global-route wire length before repair 1130 um, final setup margin 0.125 ns, Post-CTS Setup Inserts 0, number of flip-flops in the largest register 7, hold path depth 1, CP max FO 4, synthesized area 287 um^2
-- cells in the final DEF (no fill, tap or decap), drive strengths merged --
| cell type | count |
|---|---|
| clkdlybuf4s50 | 8 |
| dfxtp | 7 |
| nor2 | 6 |
| clkbuf | 4 |
| nand3 | 2 |
| xor2 | 2 |
| nand2 | 2 |
| nor4 | 2 |
| o21bai | 2 |
| xnor2 | 1 |
| nor2b | 1 |
| or2b | 1 |
| nand2b | 1 |
| ha | 1 |
| conb | 1 |
-- worst register-to-register path: cells and delay by family (launching register included) --
family | cells | cell delay [ns]
DFF | 1 | 0.37
and+or+nand+nor | 2 | 0.36
adders and majority gates | 1 | 0.21
AOI/OAI and AO/OA | 1 | 0.14
-- final cells by class --
| type | count | area (um^2) |
|---|---|---|
| Multi-Input combinational cell | 22 | 131 |
| Sequential cell | 7 | 140 |
| Fill cell | 397 | 2980 |
| Clock buffer | 4 | 26.3 |
| Timing Repair Buffer | 8 | 80.1 |
| Tap cell | 46 | 57.6 |
-- metal layers --
| layer | track usage, % | vias to the layer above |
|---|---|---|
| li1 | - | 120 |
| met1 | 3.40 | 92 |
| met2 | 2.33 | 12 |
| met3 | 1.82 | 0 |
| met4 | 0.176 | 0 |
| met5 | 0 | - |
-- stage by stage --
step,area (um^2),hold WS (ns),total power [W],util [%]
6_report,435,0.462,0.000370,12.7
5_1_grt,435,0.509,0.000403,12.7
4_1_cts,435,0.471,0.000376,12.7
3_5_place_dp,409,0.457,0.000217,12.0
3_3_place_gp,409,0.450,0.000216,12.0
2_1_floorplan,287,0.418,0.000202,-
-- how the worst max path moves through the flow --
stage,from,endpoint,depth (start not counted)
finish,cnt_o[5],cnt_o[5],1
global route,cnt_o[4],cnt_o[4],1
CTS,cnt_o[4],cnt_o[4],1
-- power groups by stage --
stage | logic [W] | clock network (W) | registers (W)
after CTS | 0.0000268 | 0.000162 | 0.000187
after global routing | 0.0000295 | 0.000185 | 0.000188
final | 0.0000261 | 0.000156 | 0.000187
-- logic make-up (layout without fill, tap and decap cells) --
family	Yosys count	count (layout)
other	1	1
adder cells (fa/ha/maj)	1	1
AND-OR/OR-AND	2	2
flip-flops	7	7
AND/OR/NAND/NOR	15	15
XOR/XNOR	3	3
buffers and inverters	2	12
Power figures rest on the tool's default switching activity, not on a simulated workload.
