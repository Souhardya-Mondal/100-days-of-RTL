### ./config.mk
export PLATFORM = sky130hd
export DESIGN_NAME = ALU
export DESIGN_NICKNAME = ALU
export VERILOG_FILES = /design/flow/design.v
export SDC_FILE = /design/flow/constraint.sdc
export NUM_CORES = 4
export LEC_CHECK = 1
export CORE_AREA = 10 10 95 95
export DIE_AREA = 0 0 105 105
### ./constraint.sdc
current_design ALU

set clk_period 5.0
set clk_io_pct 0.2

create_clock -name clk0 -period $clk_period

set non_clock_inputs [all_inputs -no_clocks]
set_input_delay [expr $clk_period * $clk_io_pct] -clock clk0 $non_clock_inputs
set_output_delay [expr $clk_period * $clk_io_pct] -clock clk0 [all_outputs]
### ./design.v
module ALU(input [7:0] a_i,b_i,output reg[7:0]alu_o,input [2:0] op_i);
	always @(*)
	case(op_i)
		3'b000: alu_o=a_i+b_i;
		3'b001: alu_o=a_i-b_i;
		3'b010: alu_o={a_i[5:0],2'b00};
		3'b011: alu_o={2'b00,a_i[7:2]};
		3'b100: alu_o=a_i & b_i;
		3'b101: alu_o=a_i | b_i;
		3'b110: alu_o=a_i ^ b_i;
		3'b111: alu_o=(a_i==b_i)?1:0;
	endcase
endmodule
### ./run.sh
#!/bin/bash
# OpenROAD 26Q1-2900-gdf79404cd8, Yosys 0.63+post, stock flow scripts
make -C /OpenROAD-flow-scripts/flow DESIGN_CONFIG=/design/flow/config.mk WORK_HOME=/design/flow/orfs finish
==> results.tsv <==
stage	metric	value	unit
status	outcome	finished, final reports clean	
pwr	total_power	0.167	mW
die	row_count	30	
routing	ant_nets	0	
setup_path	crit_type	in2out	
pwr	total_leakage_power	0.698	nW
grt	grt_first_pass_wirelength	7010	µm
cells_and_area	lay_top_cells	clkdlybuf4s50_1, inv_1, ha_1, a21oi_1, o21ai_0	
routing	wirelength	4160	µm
routing	viasPerCell	4.70	
final_timing	setup_violations	0	
setup_path	path_max_fanout	7	
yosys	top_area_share	21.8	%
final_timing	maxSlewHeadroom	54.6	%
pwr	power_density	100	nW/µm²
job	maxCapViolations	0	
yosys	yosysTopAreaCell	ha_1	
pwr	worst_ir_drop_vdd	0.0156	mV
yosys	synth.avg_cell_area	6.92	µm²
place	dp_hpwl	3410	µm
final_timing	fin_setup_tns	0	ps
die	die-height	105	µm
grt	antenna_found_initial	0	
routing	num_antenna_cells	0	
setup_path	critical_path.slowest_cell	clkdlybuf4s50_1	
die	ios	27	
yosys	ys_seq_share	0	%
setup_path	start_kind	input pin	
setup_path	slowest_delay	590	ps
routing	drt_iter0_drc	148	
cells_and_area	flops	0	
yosys	yosysCellCount	191	
setup_path	path_cells	clkdlybuf4s50_1 -> inv_1 -> ha_1 -> nand2b_1 -> a221oi_2 -> nor2_1 -> mux2i_1 -> a31oi_1 -> a2bb2oi_1 -> clkdlybuf4s50_1	
die	fp_util	19.1	%
final_timing	final-max-slew-violation-count	0	
routing	drc	0	
die	core	6910	µm²
cts	cts_hold_buf	0	
setup_path	cpMostUsedCell	clkdlybuf4s50_1	
final_timing	tightest_slew	679	ps
grt	grtUsageTotal	7.38	%
setup_path	required	4000	ps
cts	post-cts-setup-buffer-count	0	
yosys	syn_area	1320	µm²
min_path	hp-class	in2out	
routing	via_count	1439	
final_timing	grt_setup_unrepaired	false	
die	chip_area	11000	µm²
yosys	netlist_instances	191	
cells_and_area	syn_to_final_growth	26.2	%
grt	overflow	0	
grt	grt_pass1_vias	1392	
yosys	yosys_warnings	1	
setup_path	timing.critical_path.arrival	3580	ps
yosys	area_leaders	ha_1, inv_1, a21oi_1, o21ai_0, mux2i_1	
grt	grt_max_degree	20	
cells_and_area	regArea	0	µm²
setup_path	cp-end-kind	output port	
cells_and_area	nClkBuffers	0	
job	tool_warnings	47	
place	place_congestion	0.926	
place	io_buffers	27	
yosys	ys_types	47	
cells_and_area	lay_top_count	clkdlybuf4s50_1	
die	die_w	105	µm
routing	dr.pass1.iters	5	
final_timing	timing.final.crit_share	91.6	%
yosys	ys_area	1320	µm²
cells_and_area	layout-drive-gt1-share	7.62	%
cts	post_cts_resized	0	
routing	avgRoutedWirePerCell	13.6	µm
final_timing	period_minus_slack	4580	ps
final_timing	hold_viol	0	
final_timing	fmax	218	MHz
cells by family (layout without fill, tap and decap cells):
logic type / after synthesis / in the layout / share of synthesized area [%]
simple gates: 55 / 55 / 21.9
mux: 6 / 6 / 4.55
compound gates: 66 / 66 / 34.7
xor+xnor: 3 / 3 / 1.99
fa+ha+maj: 25 / 25 / 24.8
buf+inv: 36 / 55 / 12.1
cell usage after synthesis (all sizes together), types with 4 or more instances:
library cell	count
inv	25
ha	23
a21oi	18
o21ai	18
nand2	14
nor2	14
buf	10
mux2i	6
nor2b	6
nand2b	5
o211ai	5
nor3	4
area by class of cell:
class / count / area (µm²)
timing repair buffer: 30 / 293
fill: 782 / 5240
tap: 96 / 120
inverter: 25 / 93.8
multi-input combinational: 155 / 1160
critical path, delay by kind of cell:
kind	cells	cell delay (ps)
AND-OR/OR-AND	3	590
adder cells (fa/ha/maj)	1	400
buffers and inverters	3	1150
multiplexers	1	120
AND/OR/NAND/NOR	2	310
path summary, 6_finish.rpt:
path	from	end	slack (ps)	depth (start not counted)
min	op_i[1]	alu_o[1]	3130	4
max	a_i[2]	alu_o[6]	420	10
per-layer routing:
metal	global-route usage (%)	vias to the layer above	part of all wire, %
li1	-	715	-
met1	10.3	674	47
met4	0	0	0.24
met3	1.18	2	7.3
met2	12.4	48	45
met5	0	-	0
metrics by stage:
step | util [%] | hold slack, ps | instances | area, µm² | setup slack, ps
floorplan | - | 2090 | 191 | 1320 | 1690
global placement | 24.1 | 3140 | 306 | 1670 | 434
detailed placement | 24.1 | 3130 | 306 | 1670 | 413
CTS | 24.1 | 3130 | 306 | 1670 | 413
global route | 24.1 | 3210 | 306 | 1670 | 212
finish | 24.1 | 3130 | 306 | 1670 | 418
power breakdown:
group          internal, mW  switching, mW  total, mW
logic                0.0801         0.0872      0.167
clock network             0              0          0
registers                 0              0          0
Power is estimated from default activity; no workload was simulated.
